==> /design/flow/run.sh <==
#!/bin/bash
# OpenROAD 26Q1-2900-gdf79404cd8, Yosys 0.63+post, stock flow scripts
make -C /OpenROAD-flow-scripts/flow DESIGN_CONFIG=/design/flow/config.mk WORK_HOME=/design/flow/orfs finish
==> /design/flow/config.mk <==
export PLATFORM = sky130hd
export DESIGN_NAME = MEM_WB_Register
export DESIGN_NICKNAME = MEM_WB_Register
export VERILOG_FILES = /design/flow/design.v
export SDC_FILE = /design/flow/constraint.sdc
export NUM_CORES = 4
export LEC_CHECK = 1
export CORE_UTILIZATION = 40
==> /design/flow/constraint.sdc <==
current_design MEM_WB_Register

set clk_period 1.0
set clk_io_pct 0.2

create_clock -name clk0 -period $clk_period [get_ports {clk}]

set non_clock_inputs [all_inputs -no_clocks]
set_input_delay [expr $clk_period * $clk_io_pct] -clock clk0 $non_clock_inputs
set_output_delay [expr $clk_period * $clk_io_pct] -clock clk0 [all_outputs]
==> /design/flow/design.v <==
localparam LW_1  = 5'b00000;   
localparam LW_2  = 5'b00001;   
localparam LW_3  = 5'b00010;   
localparam SW_1  = 5'b00011;   
localparam SW_2  = 5'b00100;   
localparam MOV   = 5'b00101;   
localparam ADD   = 5'b00110;   
localparam SUB   = 5'b00111;   
localparam MUL   = 5'b01000;   
localparam DIV   = 5'b01001;   
localparam AND   = 5'b01010;   
localparam OR    = 5'b01011;   
localparam SHL   = 5'b01100;   
localparam SHR   = 5'b01101;   
localparam CMP   = 5'b01110;   
localparam NOT   = 5'b01111;   
localparam JR    = 5'b10000;   
localparam JPC   = 5'b10001;   
localparam BRFL  = 5'b10010;   
localparam CALL  = 5'b10011;   
localparam RET   = 5'b10100;   
localparam NOP   = 5'b10101;   
module MEM_WB_Register (
    input wire clk,
    input wire rst,
    input wire [31:0] inALUResult,
    input wire [31:0] inReadData,
    input wire [4:0] inWriteReg,
    input wire inMemToReg,
    input wire inRegWrite,
    output reg [31:0] outALUResult,
    output reg [31:0] outReadData,
    output reg [4:0] outWriteReg,
    output reg outMemToReg,
    output reg outRegWrite
);
    always @(posedge clk or posedge rst) begin
        if (rst) begin
            outALUResult <= 32'b0;
            outReadData <= 32'b0;
            outWriteReg <= 5'b0;
            outMemToReg <= 1'b0;
            outRegWrite <= 1'b0;
        end else begin
            outALUResult <= inALUResult;
            outReadData <= inReadData;
            outWriteReg <= inWriteReg;
            outMemToReg <= inMemToReg;
            outRegWrite <= inRegWrite;
        end
    end
endmodule
==> results_slide.txt <==
Physical Implementation Snapshot

Status
  • Status: finished with violations
  • Failing checks: negative setup slack

Global route
  • All-Layer GR Usage: 26.4%
  • GRT overflow: 0
  • First-pass GRT wire length: 7.49 mm
  • Largest net degree at the start of global routing: 31
  • Initial antenna violation count: 1
  • Vias in the first global route: 1320

Placed design
  • IO Port Bufs: 143
  • GP Congestion: 0.726
  • Area of placed instances: 0.00334 sq mm
  • Detailed Place HPWL: 3.63 mm
  • Placed Cells incl. Taps: 268

Job
  • Max Cap Violations: 0
  • OpenROAD warning count: 28

Yosys
  • Xor/xnor share: 0%
  • Synth area leader: dfrtp_1
  • Yosys stat chip area: 0.00178 sq mm
  • Warnings from Yosys: 1
  • Syn Std Cell Area: 0.00178 sq mm
  • Cells after synthesis: 72
  • Average cell area after synthesis: 24.7 sq um
  • Mux share: 0%
  • Adder Share, Synth: 0%
  • Yosys cell types: 2
  • # Cells Yosys: 72
  • Synth area leaders: dfrtp_1 100%, inv_1 0.21%
  • Simple share: 0%
  • Synth top area share: 99.8%
  • FF+latch count, synth: 71
  • Seq share, synth: 99.8%
  • Top non-seq family: buffers and inverters
  • AO/OA Area Share: 0%

Timing
  • # setup viols final: 40
  • Fin Hold WS: 0.293 ns
  • Final hold vios: 0
  • RSZ-0062 raised after global routing: yes
  • Cycle use final: 108%
  • Max Slew Vio Count: 0
  • Fmax: 924 MHz
  • Total negative slack: -0.784 ns
  • Slew HR: 89.3%
  • Setup slack after layout: -0.0824 ns
  • Crit path time final: 1.08 ns
  • Measured slew at the worst slew-check pin: 0.161 ns

Pwr
  • Cell area power density: 1930 mW/mm^2
  • Leakage power: 1.54 nW
  • Peak VDD IR: 1.43 mV

Floorplan
  • Starting Density: 43.0%
  • Die Width: 68.7 microns
  • Die height: 68.7 microns
  • Die Area: 0.00472 sq mm
  • I/O pin cnt: 144
  • Core ar.: 0.00414 sq mm
  • Num rows: 23

Routing
  • Via/cell ratio: 4.34
  • Avg WL per Cell: 19.7 microns
  • DRC: 0
  • Pre-antenna DRT Iters: 4
  • DRT iter0 DRCs: 49
  • Final antenna-violating net count: 0
  • Via Count: 1233
  • N_diodes: 0
  • DRT Wirelength: 5.59 mm

CTS
  • Num CTS Buffers: 9
  • CTS sink cnt: 71
  • Worst-path clk slew: 0.07 ns
  • Clk root buf: clkbuf_8
  • Max clock buf depth: 2
  • Postcts setup bufs: 0
  • CTS tree: built
  • H-tree Lvls: 3

Worst setup path
  • CP Launch Type: register
  • Critical Path Max Stage Delay: 0.41 ns
  • Buf/Inv on CP: 1
  • CP Class: reg2out
  • Worst Path Required: 0.80 ns
  • Crit path max-delay cell type: dfrtp_1
  • Largest delay share family, worst path: flip-flops
  • CP arrival: 0.88 ns
  • Crit Path Max Fanout: 1
  • CP cell instances: buf_2
  • Levels on crit path: 1
  • Worst setup EP type: output pin

Cells and area
  • Most frequent logic cell in the layout: clkdlybuf4s50_1
  • Post-route cell area: 0.00323 sq mm
  • Reg area: 0.00178 sq mm
  • # fillers: 267
  • Share of cells above drive strength 1: 38.9%
  • Non-Filler Instances: 284
  • Area Growth Syn to Fin: 81.3%
  • Combinational Gates: 0
  • Comb area: 0 sq um
  • Most instantiated logic cells after routing: 72 x clkdlybuf4s50_1, 71 x dfrtp_1, 71 x buf_2

Min path
  • Hold crit path type: in2reg
  • Hold depth: 1
[layer usage]
layer / GRT usage [%] / vias up / share of wire, %
met3: 19.8 / 12 / 20
li1: - / 533 / -
met5: 0 / - / 0.27
met1: 31.6 / 575 / 31
met4: 4.85 / 2 / 1.6
met2: 39.6 / 111 / 47
[final timing paths]
| path | start | to | slack, ns |
|---|---|---|---|
| worst min-delay path | inALUResult[20] | outALUResult[20] | 0.29 |
| worst max-delay path | outALUResult[18] | outALUResult[18] | -0.08 |
| min in group asynchronous | rst | outALUResult[4] | 0.30 |
| max in group asynchronous | rst | outReadData[12] | 0.52 |
[cell usage after synthesis]
master	number
dfrtp_1	71
inv_1	1
[flip-flops by register name, indices dropped and copies added, names as in the netlist]
register      flops
outALUResult     32
outReadData      32
outWriteReg       5
outMemToReg       1
outRegWrite       1
[metrics by stage]
step | power (mW) | utilization, % | setup WS (ns)
final | 6.24 | 77.9 | -0.0824
after global routing | 6.49 | 77.9 | -0.118
after CTS | 6.30 | 77.9 | -0.0929
after detailed placement | 3.74 | 80.6 | -0.0101
after global placement | 3.72 | 80.6 | -0.00156
after floorplan | 3.11 | - | 0.0160
[timing repair]
item                                    4_1_cts  5_1_grt
hold buffers                                  0        0
endpoints found under the setup margin       71       71
resized                                     223        0
endpoints found under the hold margin         0        0
[cells by family after synthesis]
| kind of cell | after synthesis |
|---|---|
| buf+inv | 1 |
| flops | 71 |
[where the power goes]
group	internal (mW)	switching (mW)
Sequential	3.01	0.0405
Clock	1.71	0.974
Combinational	0.359	0.135
Total	5.09	1.15
[cell type report]
class | instances | area share [%]
Clock buffer | 10 | 4.26
Clock inverter | 6 | 3.33
Inverter | 1 | 0.233
Sequential cell | 71 | 55.0
Tap cell | 50 | 1.94
Timing Repair Buffer | 146 | 35.2
Power is estimated from default activity; no workload was simulated.
